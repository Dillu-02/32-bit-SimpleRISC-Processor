--- design.v ---
module mux_mem(
    input [31:0] alu_Res,
    input [31:0] ldResult,
    input [31:0] pc,
    input isLd,
    input isCall,
    output reg [31:0] out_data
    );
    reg [1:0] sel;
    always@(*)
    begin
        sel={isCall,isLd};
        if(sel==2'b00) 
        begin
            out_data=alu_Res;
        end
        else if(sel==2'b01)
        begin
            out_data=ldResult;
        end
        else
        begin
            out_data=pc;
        end
    end
endmodule
--- run.sh ---
#!/bin/bash
# OpenROAD 26Q1-2900-gdf79404cd8, Yosys 0.63+post, stock flow scripts
make -C /OpenROAD-flow-scripts/flow DESIGN_CONFIG=/design/flow/config.mk WORK_HOME=/design/flow/orfs finish
--- constraint.sdc ---
current_design mux_mem

set clk_period 2.6
set clk_io_pct 0.2

create_clock -name clk0 -period $clk_period

set non_clock_inputs [all_inputs -no_clocks]
set_input_delay [expr $clk_period * $clk_io_pct] -clock clk0 $non_clock_inputs
set_output_delay [expr $clk_period * $clk_io_pct] -clock clk0 [all_outputs]
--- config.mk ---
export PLATFORM = sky130hd
export DESIGN_NAME = mux_mem
export DESIGN_NICKNAME = mux_mem
export VERILOG_FILES = /design/flow/design.v
export SDC_FILE = /design/flow/constraint.sdc
export NUM_CORES = 4
export LEC_CHECK = 1
export CORE_AREA = 10 10 78 78
export DIE_AREA = 0 0 88 88
==> results_tabular.tex <==
% Synthesis and place-and-route results
\begin{tabular}{lr}
\hline
Metric & Value \\
\hline
\multicolumn{2}{l}{\textbf{Critical path}} \\
\quad Largest delay contributor family on the critical path & buffers and inverters \\
\quad Capturing element type of the critical path & output pin \\
\quad Slowest CP cell & sky130\_fd\_sc\_hd\_\_clkdlybuf4s50\_1 \\
\quad Critical path buffers and inverters & 2 \\
\quad Critical path depth & 4 \\
\quad Cell type with the highest occurrence count on the critical path & sky130\_fd\_sc\_hd\_\_clkdlybuf4s50\_1 \\
\quad Arrival time reported for the critical path endpoint & 1690 ps \\
\quad Critical Path Fanout Max & 1 \\
\quad Critical path launch point & ldResult[31] \\
\quad WP data required & 2080 ps \\
\quad CP max stage delay & 490 ps \\
\quad CP Cell Sequence & clkdlybuf4s50\_1 > mux2i\_1 > o21ai\_0 > clkdlybuf4s50\_1 \\
\quad Setup CP Type & in -> out \\
\quad Critical path endpoint & out\_data[31] \\
\quad Worst setup SP type & input pin \\
\multicolumn{2}{l}{\textbf{Run status}} \\
\quad Result of the run & finished clean \\
\multicolumn{2}{l}{\textbf{Job}} \\
\quad Number of logged tool warnings & 32 \\
\quad Max-cap violations & 0 \\
\multicolumn{2}{l}{\textbf{STA}} \\
\quad Relative slew slack & 84.6\% \\
\quad Setup\_tns & 0 ps \\
\quad Fmax & 0.453 GHz \\
\quad Count of pins over their slew limit & 0 \\
\quad Hold Violations, Final & 0 \\
\quad Unrepaired setup endpoints after global routing & no \\
\quad Min cycle time layout & 2210 ps \\
\quad Final cycle utilization of the critical path & 85.0\% \\
\quad Transition time at the pin with the least slew margin & 225 ps \\
\quad Number of setup violations in the final report & 0 \\
\multicolumn{2}{l}{\textbf{Synth}} \\
\quad Total number of yosys warnings & 1 \\
\quad Top post-synthesis cells by area & sky130\_fd\_sc\_hd\_\_mux2i\_1, sky130\_fd\_sc\_hd\_\_o21ai\_1, sky130\_fd\_sc\_hd\_\_nand2\_1 \\
\quad Top cell type's share of synthesized area & 44.8\% \\
\quad Post-synth top cells & sky130\_fd\_sc\_hd\_\_mux2i\_1, sky130\_fd\_sc\_hd\_\_nand2\_1, sky130\_fd\_sc\_hd\_\_o21ai\_1 \\
\quad Post-synthesis instance area & 714 um\^{}2 \\
\quad Average cell area after synthesis & 6.68 um\^{}2 \\
\quad Mapped Cells & 107 \\
\quad Area of the synthesized netlist per yosys stat & 714 um\^{}2 \\
\quad Largest area contributor in the synthesized netlist & sky130\_fd\_sc\_hd\_\_mux2i\_1 \\
\quad Post-synthesis cell count from yosys & 107 \\
\quad Seq share, synth & 0\% \\
\quad Number of distinct library cells after synthesis & 8 \\
\multicolumn{2}{l}{\textbf{Clocking}} \\
\quad Quantity of hold-fixing buffers added after cts & 0 \\
\quad Post-cts sizing count & 0 \\
\quad Total setup buffers inserted after CTS & 0 \\
\multicolumn{2}{l}{\textbf{Final layout}} \\
\quad Sequential cell count of the final layout & 0 \\
\quad Fraction of layout cells with a size suffix above 1 & 2.63\% \\
\quad Area growth, synth to finish & 181\% \\
\quad Filler cell count in the final layout & 452 \\
\quad Count of clock buffers in the final design & 0 \\
\quad Total area of sequential cells & 0 um\^{}2 \\
\multicolumn{2}{l}{\textbf{GRT}} \\
\quad Total congestion overflow & 0 \\
\quad First-pass GRT wire length & 6180 um \\
\quad Antenna violations before repair & 0 \\
\quad GRT Resource Usage Total & 9.81\% \\
\quad Pin count of the biggest net entering global routing & 65 \\
\quad Number of global-route vias before repair & 1162 \\
\multicolumn{2}{l}{\textbf{Route}} \\
\quad Wire length reported by the detailed router & 4280 um \\
\quad First-pass DRT Iterations & 3 \\
\quad Number of routed nets with antenna violations & 0 \\
\quad Diodes inserted & 0 \\
\quad Mean routed wirelength per cell & 15.3 um \\
\quad Via count & 1161 \\
\quad Number of DRC violations after detailed routing & 0 \\
\quad Initial detailed-routing violation count & 22 \\
\quad Vias/cell & 4.15 \\
\multicolumn{2}{l}{\textbf{Power and ir drop}} \\
\quad Tot Pwr & 0.318 mW \\
\quad Pwr per Cell Area & 159 mW/mm\^{}2 \\
\quad Leakage power of the design & 0.831 nW \\
\quad Peak supply drop & 0.0883 mV \\
\multicolumn{2}{l}{\textbf{Floorplanning}} \\
\quad Rows & 24 \\
\quad Area of the die & 0.00774 mm\^{}2 \\
\quad X dimension of the die & 88 um \\
\quad Placeable core area & 0.00441 mm\^{}2 \\
\quad Top Ports & 130 \\
\quad Fp\_density & 16.2\% \\
\quad Vertical die dimension & 88 um \\
\multicolumn{2}{l}{\textbf{Hold path}} \\
\quad Start point of the worst hold path & isCall \\
\quad Class of the worst hold path & in -> out \\
\multicolumn{2}{l}{\textbf{Placement}} \\
\quad Port Buffers & 130 \\
\quad Weighted congestion at the end of routability-driven global placement & 0.737 \\
\quad Post-DP HPWL & 3740 um \\
\hline
\end{tabular}
==> through the flow <==
step                      instance area (um^2)  std cells  utilization [%]  worst slack [ps]  hold WS [ps]
after floorplan                            714        107                -              1060          1100
final                                     2000        280             45.4               391          1880
after global placement                    2000        280             45.4               398          1890
after detailed placement                  2000        280             45.4               382          1890
after global routing                      2000        280             45.4               268          1920
after CTS                                 2000        280             45.4               380          1890
==> worst min-delay path: cells and delay by family <==
family,cells,cell delay (ps)
buffers and inverters,3,750
AOI/OAI and AO/OA,1,90
==> area by class of cell <==
cell class / count / area [um^2] / share of cell area, %
repair buffers: 132 / 1330 / 66.4
multi-input cells: 96 / 608 / 30.3
well taps: 52 / 65.1 / 3.25
==> report_power, final <==
part	total, mW	switching (mW)	internal (mW)
Clock	0	0	0
Sequential	0	0	0
Combinational	0.318	0.0790	0.239
Total	0.318	0.0790	0.239
==> logic make-up (layout without fill, tap and decap cells) <==
| logic type | count (synthesis) | after routing | share of synthesized area (%) |
|---|---|---|---|
| AND-OR/OR-AND | 32 | 32 | 23.5 |
| multiplexers | 32 | 32 | 44.8 |
| AND/OR/NAND/NOR | 32 | 32 | 16.8 |
| buffers and inverters | 11 | 132 | 14.9 |
==> layer usage <==
layer	vias to the layer above	GRT usage (%)	wire length, um
met2	64	18.7	2170
met3	0	3.84	533
li1	619	-	-
met1	478	10.5	1580
met5	-	0	0
met4	0	0	0
==> placed cells by master (no fill, tap or decap) <==
master | Yosys | routed
sky130_fd_sc_hd__clkdlybuf4s50_1 | 0 | 128
sky130_fd_sc_hd__mux2i_1 | 32 | 32
sky130_fd_sc_hd__nand2_1 | 32 | 32
sky130_fd_sc_hd__o21ai_1 | 28 | 28
sky130_fd_sc_hd__o21ai_2 | 2 | 2
sky130_fd_sc_hd__o21ai_0 | 2 | 2
sky130_fd_sc_hd__buf_2 | 7 | 2
sky130_fd_sc_hd__buf_12 | 3 | 2
==> how the worst min path moves through the flow <==
stage | cells after the start | slack, ps | end
4_1_cts | 5 | 1890 | out_data[26]
5_1_grt | 5 | 1920 | out_data[0]
6_report | 4 | 1880 | out_data[5]
No activity file was given, so power comes from the tool's default toggle rates.
