File: ./design.v
`timescale 1ns / 1ps
module BranchUnit(
input Eq,
input Gt,
input isBeq,
input isBgt,
input isUBranch,
output isBranchTaken,
output Eeq,
output Egt
 );
 assign Eeq = isBeq & Eq;
 assign Gt = Gt & isBgt;
 assign isBranchTaken = isUBranch | Eeq | Egt ;
endmodule
module ForBranchPC(
    output reg [31:0] branchPC,
    input isRet,
    input [31:0] op1,
    input [31:0] branchTarget
);
    always @(*) begin
        branchPC = isRet ? op1 : branchTarget;
    end
endmodule
File: ./run.sh
#!/bin/bash
# OpenROAD 26Q1-2900-gdf79404cd8, Yosys 0.63+post, stock flow scripts
make -C /OpenROAD-flow-scripts/flow DESIGN_CONFIG=/design/flow/config.mk WORK_HOME=/design/flow/orfs finish
File: ./config.mk
export PLATFORM = sky130hd
export DESIGN_NAME = ForBranchPC
export DESIGN_NICKNAME = ForBranchPC
export VERILOG_FILES = /design/flow/design.v
export SDC_FILE = /design/flow/constraint.sdc
export NUM_CORES = 4
export LEC_CHECK = 1
export CORE_AREA = 10 10 70 70
export DIE_AREA = 0 0 80 80
File: ./constraint.sdc
current_design ForBranchPC

set clk_period 1.0
set clk_io_pct 0.2

create_clock -name clk0 -period $clk_period

set non_clock_inputs [all_inputs -no_clocks]
set_input_delay [expr $clk_period * $clk_io_pct] -clock clk0 $non_clock_inputs
set_output_delay [expr $clk_period * $clk_io_pct] -clock clk0 [all_outputs]
==> results.cfg <==
; implementation run metrics
[run_status]
outcome = finished, violations left
violations = setup timing

[synthesis]
synthesis.area_sq_um = 544.3
yosysChipArea_sq_um = 544.3
yosys_warnings = 1
yosysTopAreaCell = mux2_4
syn_area_per_cell_sq_um = 15.12
synth_cells = 36
top_cells_by_count = 30 x mux2_4, 3 x buf_12, 2 x mux2_2, 1 x buf_6
synth_cell_types = 4
ys_seq_share_pct = 0
yosys-top-cells-area = mux2_4 83%, buf_12 11%, mux2_2 4.1%
ys_cells = 36
synth_top_area_share_pct = 82.76
top_cell = mux2_4

[sta]
setup_viol = 32
slew_viol_final = 0
hold_viol = 0
rsz0062_at_grt = yes
worst_slack_ns = -0.08633
holdWs_ns = 0.7925
slew_headroom_pct = 95.70
period_used_pct = 108.6
final.setup.tns_ns = -2.527
max_slew.worst_pin.slew_ns = 0.06446
max_freq_mhz = 920.5
period_needed_ns = 1.086

[cells_and_area]
comb_area_sq_um = 480.5
drive_gt1_share_pct = 52.59
final.fill_count = 358
regArea_sq_um = 0
area_growth_pct = 189.2
seq_cells = 0
n_clock_buffer = 0
final_area_sq_um = 1574

[power_and_ir_drop]
powerDensity_nw_per_um2 = 394.0
p_leak_nw = 0.8541
finalPower_mw = 0.6201
vdd_drop_max_uv = 184.9

[detailed_routing]
vias_per_cell = 3.746
ant_nets = 0
drtIter0Drc = 1
wl_per_cell_microns = 15.62
drt_first_pass_iters = 2
drc = 0
finalWirelength_microns = 2828
antenna_cells = 0
vias = 678

[die]
die_h_microns = 80
fp-row-count = 21
die_w_microns = 80
die-area_sq_um = 6400
floorplanUtilization_pct = 15.93
ioPinCount = 97
design.core.area_sq_um = 3416

[clock_tree]
ctsHoldBuffers = 0
postCtsSetupBuffers = 0

[global_routing]
grt_max_degree = 7
overflow = 0
grt_pass1_wl_microns = 4146
grt_antenna_before_repair = 0
grt_pass1_vias = 745
grt_use_total_pct = 8.058

[critical_path]
crit_type = primary input to output port
crit_path_max_fanout = 6
start_kind = primary input
cp.required_ns = 0.80
crit_path_end_kind = output port
cp.arrival_ns = 0.89

[place]
dp_hpwl_microns = 2402
place.port_buffers = 97
pre_cts_ws_ns = -0.5024
place_area_sq_um = 1524
place.gp.congestion = 0.7732

[worst_hold_path]
hold_depth = 3
hp-class = primary input to output port

[flow_run]
cap_violations = 0
warnings = 34
-- final timing paths --
kind / startpoint / to / slack, ns
max: isRet / branchPC[27] / -0.09
min: branchTarget[25] / branchPC[25] / 0.79
-- area by class of cell --
cell class                 instances  share of cell area (%)
multi-input combinational         32                   30.52
timing repair buffer             103                   65.82
tap                               46                   3.657
-- what timing repair did --
item                                    in CTS  in global routing
endpoints found under the setup margin      32                 32
gates resized                              192                  5
gates cloned                                 4                  0
-- metrics by stage --
stage               utilization [%]  std cells
global route                  46.08        181
detailed placement            44.62        177
global placement              44.62        177
floorplan                         -         36
finish                        46.08        181
CTS                           45.13        181
-- routing by layer --
metal  track usage (%)  share of wire, %  vias to the layer above  wire length [microns]
met3             3.636                13                        0                    366
met1             8.965                38                      288                   1074
li1                  -                 -                      339                      -
met5                 0                 0                        -                      0
met4                 0                 0                        0                      0
met2             14.53                49                       51                   1388
-- critical path, cell delays in order --
cell	delay, ns
buf_16	0.13
buf_16	0.15
mux2_4	0.29
buf_6	0.11
-- report_power, final --
group          internal (mW)  total, mW  switching, mW
logic                  0.483      0.620          0.137
registers                  0          0              0
clock network              0          0              0
-- placed cells by master (no fill, tap or decap) --
cell,n
buf_12,2
buf_16,5
buf_2,10
buf_6,22
dlygate4sd2_1,64
mux2_4,32
-- logic make-up after synthesis --
group	synth area share [%]
buffers and inverters	13.10
muxes	86.90
