<file path="flow/run.sh">
#!/bin/bash
# OpenROAD 26Q1-2900-gdf79404cd8, Yosys 0.63+post, stock flow scripts
make -C /OpenROAD-flow-scripts/flow DESIGN_CONFIG=/design/flow/config.mk WORK_HOME=/design/flow/orfs finish
</file>
<file path="flow/config.mk">
export PLATFORM = sky130hd
export DESIGN_NAME = DataMem
export DESIGN_NICKNAME = DataMem
export VERILOG_FILES = /design/flow/design.v
export SDC_FILE = /design/flow/constraint.sdc
export NUM_CORES = 4
export LEC_CHECK = 1
export CORE_UTILIZATION = 40
export SYNTH_MEMORY_MAX_BITS = 65536
</file>
<file path="flow/design.v">
module DataMem (
    input clk,
    input [31:0] address,
    input [31:0] writeVal,
    input rd,
    input wr,
    output [31:0] readData
);
    reg [31:0] memory [0:255];
    always @(posedge clk) begin
        if (wr)
            memory[address[9:2]] <= writeVal;
    end
    assign readData = (rd) ? memory[address[9:2]] : 32'b0;
endmodule
</file>
<file path="flow/constraint.sdc">
current_design DataMem

set clk_period 33.5
set clk_io_pct 0.2

create_clock -name clk0 -period $clk_period [get_ports {clk}]

set non_clock_inputs [all_inputs -no_clocks]
set_input_delay [expr $clk_period * $clk_io_pct] -clock clk0 $non_clock_inputs
set_output_delay [expr $clk_period * $clk_io_pct] -clock clk0 [all_outputs]
</file>
==> flow_summary.ini <==
; generated from flow reports
[run_status]
outcome = finished, final reports clean

[setup_path]
critPathLaunchType = primary input
required_ns = 26.80
critPathKind = in2out
cp_max_fo = 77
crit_arrival_ns = 14.89
end_kind = output port

[placement]
place_area_um2 = 333000
port_buffers = 74
gp_congestion = 0.899
dp_hpwl_um = 516000

[sta]
worstMarginPinSlew_ns = 1.20
max_freq_mhz = 46.3
hold-worst-slack_ns = 5.92
post-route-min-period_ns = 21.59
hold_viol_final = 0
fin_setup_tns_ns = 0
rsz0062_at_grt = false
setup_viol = 0
finalMaxSlewViolations = 0
slew_headroom_pct = 17.9
period_used_pct = 64.5

[yosys]
synth_top_area_share_pct = 78.3
ys_ff = 8192
top_logic_kind = multiplexers
compound_area_share_pct = 3.93
yosys_cells = 15300
topCellsByArea = edfxtp_1, mux4_2, mux2i_1, mux2_2, o22ai_1
syn_area_um2 = 314000
synth_cell_types = 56
synthArstFlopShare_pct = 0
netlist_instances = 15300
xor_share_pct = 0
simple_gate_share_pct = 2.22
ys_chip_area_um2 = 314000
synth-main-ff-cell = edfxtp_1
ys_sh_mux_pct = 14.0
ys_seq_share_pct = 78.3
ys_sh_adder_pct = 0
edf_count = 8192
postSynthAreaPerCell_um2 = 20.5
yosysWarnings = 1
yosysTopAreaCell = edfxtp_1

[layout]
area_growth_pct = 13.8
drive_gt1_share_pct = 22.6
n_fill_cell = 63900
largest_register_ffs = 8192
final_area_um2 = 358000
post-route-util_pct = 45.7
lay_top_cells = edfxtp_1, mux2i_1, mux4_2
mostFrequentLayoutCell = edfxtp_1
seq_area_um2 = 246000
logic_area_um2 = 65800

[routing]
drt_iter0_markers = 10600
drc = 0
wl_per_cell_um = 32.8
vias = 156000
dr.pass1.iters = 6
viasPerCell = 5.72
routed_wl_um = 895000
postRouteAntennaNets = 0

[clock_network]
cts_buffer_depth = 4
root_buffer = clkbuf_16
cts_resized = 0
htreeDepth = 6
path_clk_slew_ns = 0.06
post-cts-setup-buffer-count = 0
cts.sinks = 8192
cts_tree = done
holdBufCountCts = 0
cts_buffers = 795

[run]
drv_cap = 0
log.warning_count = 50

[global_routing]
grt_pass1_vias = 167000
grt_max_degree = 87
grt_overflow = 0
grt_antenna_before_repair = 56
globalRouteTotalUtil_pct = 24.9
grt_first_pass_wirelength_um = 1250000

[pwr]
p_sw_share_pct = 21.8
p_leak_nw = 112
power_frac_comb_pct = 4.9
power.switching_mw = 4.54
internal_power_mw = 16.3
power_frac_seq_pct = 54.2
powerDensity_nw_per_um2 = 58.4
p_clk_share_pct = 40.9
vdd_drop_max_mv = 0.0584

[hold_path]
hold_path.class = in2reg
whs_path_depth = 1

[die]
fp_util_pct = 40.1
row_count = 325
coreArea_um2 = 783000
die-area_um2 = 789000
die_h_um = 888
die_w_um = 888
ioPinCount = 99
==> cell families after synthesis <==
kind of cell	after synthesis
flip-flops	8192
buffers and inverters	927
multiplexers	2920
AND/OR/NAND/NOR	1387
AND-OR/OR-AND	1877
==> synth_stat cells (181+ instances only) <==
master and count:
mux4_2 1154, mux2_2 348, o21ai_0 349, a211oi_1 181
mux2i_1 1418, a21oi_1 383, o22ai_1 416, buf_2 325
nand3_1 181, nor2_1 480, edfxtp_1 8192, clkbuf_1 378
nor2b_1 192
==> metal layers <==
layer | share of wire [%] | global-route usage [%] | vias to the layer above
li1 | - | - | 65600
met1 | 30 | 27.4 | 77900
met2 | 44 | 34.1 | 10800
met3 | 22 | 23.8 | 1573
met4 | 4.0 | 7.45 | 70
met5 | 0.35 | 2.54 | -
==> per-stage QoR <==
step                total power [mW]  instances  worst slack [ns]
finish                          20.9      27300             11.91
global placement                12.5      25800             12.07
detailed placement              12.5      25800             12.10
CTS                             21.0      27200             12.11
floorplan                       12.0      15300             17.98
global route                    21.4      27200             11.67
==> worst max-delay path, cell delays in order <==
cell	delay [ns]
buf_16	0.33
buf_4	0.63
buf_4	0.65
buf_4	0.68
buf_4	0.66
buf_4	0.65
buf_4	0.57
buf_4	0.67
mux2i_1	0.29
o22ai_1	0.10
a2111oi_0	0.97
nand3_1	0.56
a21oi_1	0.31
a2111oi_2	0.08
buf_4	0.26
clkdlybuf4s50_1	0.43
==> power by group through the flow <==
stage / clock (mW) / combinational [mW] / sequential (mW)
CTS: 8.65 / 1.02 / 11.3
global route: 9.03 / 1.09 / 11.3
finish: 8.54 / 1.02 / 11.3
==> worst paths after layout <==
| kind | startpoint | to | slack (ns) |
|---|---|---|---|
| hold / removal | writeVal[2] | memory[215][2] | 5.92 |
| setup / recovery | address[3] | readData[15] | 11.91 |
==> area by class of cell <==
class	count	share of cell area (%)
sequential	8192	68.8
inverter	3	0.00525
antenna	48	0.0336
clock buffer	1022	5.87
multi-input combinational	6184	18.4
clock inverter	417	1.03
timing repair buffer	953	2.18
tap	10500	3.66
Power figures rest on the tool's default switching activity, not on a simulated workload.
